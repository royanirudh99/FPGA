## design/flow/config.mk

```make
export PLATFORM = sky130hd
export DESIGN_NAME = Encoder_UART
export DESIGN_NICKNAME = Encoder_UART
export VERILOG_FILES = /design/flow/design.v
export SDC_FILE = /design/flow/constraint.sdc
export NUM_CORES = 4
export LEC_CHECK = 1
export CORE_UTILIZATION = 30
```

## design/flow/constraint.sdc

```tcl
current_design Encoder_UART

set clk_period 2.1
set clk_io_pct 0.2

create_clock -name clk0 -period $clk_period [get_ports {CLK}]
create_clock -name clk1 -period $clk_period [get_ports {E}]

set non_clock_inputs [all_inputs -no_clocks]
set_input_delay [expr $clk_period * $clk_io_pct] -clock clk0 $non_clock_inputs
set_output_delay [expr $clk_period * $clk_io_pct] -clock clk0 [all_outputs]
```

## design/flow/design.v

```verilog
`timescale 1ns / 1ps
	module Encoder( input CLK,input RST, input A, output [7:0] Count,output En);
		reg [7:0] Clock_Cntr=0;
		reg [7:0] Count_val,Out_reg;
		reg en=0;
		reg [15:0] cd = 3200;
		wire OUT_CLK;
		Clock_Divider CD (CLK,cd,RST,OUT_CLK);
		always @(posedge OUT_CLK or posedge RST )
			begin
				if(RST)
					begin 
						Clock_Cntr<=0;
						Out_reg<=0;
					end
				else 
					begin
						if( Clock_Cntr == 20)
							begin
								Clock_Cntr<=0;
								Out_reg <= Count_val;
								en<=1;								
							end
						else begin Clock_Cntr <= Clock_Cntr+1; en<=0; end
					end		
			end	
		always @(posedge A or posedge RST or posedge en)
			begin
				if(RST) Count_val=0;
				else if (en)  Count_val=0;
				else  Count_val = Count_val+1; 
			end
	assign Count = Out_reg;
	assign En = en;
	endmodule
`timescale 1ns / 1ps
module Encoder_UART(input RST, input CLK, input E, output [7:0] Count, output TX, output En);	
	Encoder Motor_Encoder(CLK, RST, E, Count, En);	
	UART_Transmiter Comm (CLK, Count, RST, TX);	
endmodule
`timescale 1ns / 1ps
	module Clock_Divider( input CLK, input [3:0] IN, input RST, output OUT_CLK);
		reg [3:0] Counter;
		reg OUT,flag ;
		always @(posedge CLK or posedge RST)
			begin
				if (RST)
					begin
						OUT = 0;
						Counter=0;
					end
				else
					begin
						if ( Counter == IN) 
						begin
							Counter=0;
							OUT =~ OUT;
						end
						else 
							begin
								Counter = Counter+1;
							end
					end
			end
		assign OUT_CLK = OUT;
		assign Cout = Counter;
	endmodule
	module Prescaler(input CLK, input [3:0] IN1,IN2, input RST, output OUT_CLK);
		wire OUT1;
			Clock_Divider CD1(CLK,IN1,RST,OUT1);
			Clock_Divider CD2(OUT1,IN2,RST,OUT_CLK);
	endmodule
`timescale 1ns / 1ps
module UART_Transmiter( input CLK, input [7:0] DATA,input RST, output TX, output TC ); 
	reg [3:0] Count;	
	reg [8:0] IN = 199; 
	reg TX_register;
	wire Div_CLK;
	reg [7:0] DATA_R;
	reg TC_Reg=0;
	Clock_Divider CD1( CLK, IN,RST, Div_CLK);
	always @(posedge Div_CLK or posedge RST)
		begin
			if (RST)
				begin
					Count<=0;
					TX_register<=1;					
				end
			else
				begin
					case (Count)
						4'b0000 : begin TX_register <= 0;Count<= Count +4'b0001; DATA_R[7:0] = DATA[7:0];TC_Reg<=0; end
						4'b0001 : begin TX_register <= DATA_R[0];Count<= Count +4'b0001;end
						4'b0010 : begin TX_register <= DATA_R[1];Count<= Count +4'b0001;end
						4'b0011 : begin TX_register <= DATA_R[2];Count<= Count +4'b0001;end
						4'b0100 : begin TX_register <= DATA_R[3];Count<= Count +4'b0001;end
						4'b0101 : begin TX_register <= DATA_R[4];Count<= Count +4'b0001;end
						4'b0110 : begin TX_register <= DATA_R[5];Count<= Count +4'b0001;end
						4'b0111 : begin TX_register <= DATA_R[6];Count<= Count +4'b0001;end
						4'b1000 : begin TX_register <= DATA_R[7];Count<= Count +4'b0001;end
						4'b1111 : begin TX_register<=1; Count <=0; TC_Reg<=1; end
						default : begin TX_register <= 1;Count <= Count+1; TC_Reg<=1; end
					endcase
				end
		end
		assign TX = TX_register;
		assign TC = TC_Reg;	
endmodule
```

## design/flow/run.sh

```bash
#!/bin/bash
# OpenROAD 26Q1-2900-gdf79404cd8, Yosys 0.63+post, stock flow scripts
make -C /OpenROAD-flow-scripts/flow DESIGN_CONFIG=/design/flow/config.mk WORK_HOME=/design/flow/orfs finish
```

==> flow_metrics.tcl <==
# place-and-route summary
set metrics [dict create \
    ys_ff 48 \
    grt-busiest-layer "met1" \
    die_w_um 83.38 \
    overflow 0 \
    power_density_mw_per_mm2 343.6 \
    worstPathArrival_ns 1.32 \
    maxCapViolCount 0 \
    syn_to_final_growth_pct 15.62 \
    crit_family "flip-flops" \
    ios 13 \
    post-place-ws_ns 0.6974 \
    yosys_cells 143 \
    worst_path_max_delay_cell "dfrtp_1" \
    met3_usage_pct 3.431 \
    hold_viol_final 0 \
    antenna_found_initial 0 \
    worst-path-buf-inv 1 \
    vias_per_cell 4.389 \
    peakVddDrop_mv 0.2671 \
    leakage_nw 1.040 \
    dp_hpwl_um 2223 \
    crit_type "reg2reg" \
    cts_hold_buffers 0 \
    ys_area_mm2 0.001987 \
    postSynthSeqShare_pct 62.78 \
    coreArea_mm2 0.006386 \
    syn_area_mm2 0.001987 \
    fin_tns_setup_ns 0 \
    skew_ns 0.004048 \
    worstMarginPinSlew_ns 0.7015 \
    io_buffers 11 \
    post_synth_inst_count 143 \
    hold_class "reg2reg" \
    grt_pass1_vias 1120 \
    path_cells "inv_1, ha_1, nor3b_1, xor2_1" \
    rsz0062_at_grt "false" \
    crit_required_ns 2.25 \
    ant_nets 0 \
    ys_sh_adder_pct 6.297 \
    cts_resized 0 \
    post-cts-setup-buffers 0 \
    antennaDiodeCount 0 \
    outcome "complete, no violations" \
    met2_usage_pct 14.90 \
    drt_wl_total_um 3018 \
    slew_headroom_pct 53.08 \
    setup_slack_ns 0.9320 \
    slew_viol_final 0 \
    setup-violations-final 0 \
    grt_util_all_layers_pct 9.873 \
    die_area_mm2 0.006952 \
    ff2ff_setup_slack_ns 0.93 \
    endpoint_kind "register" \
    mostFrequentLayoutCell "dfrtp_1" \
    ys_sh_simple_pct 10.96 \
    drt_pre_antenna_iters 3 \
    drive_above_1_share_pct 14.20 \
    routedWlPerCell_um 12.63 \
    synth_cell_types 35 \
    ys_top_logic_family "simple AND/OR/NAND/NOR gates" \
    lay_top_cells "38 x dfrtp_1, 11 x clkdlybuf4s50_1, 10 x xnor2_1, 10 x ha_1" \
    cts_tree "done" \
    drtIter0Drc 23 \
    grt_pass1_wl_um 5292 \
    tool_warnings 31 \
    untimed_endpoints 49 \
    clkTransAtPathRegs_ns 0.05 \
    unclocked_pins 30 \
    post-route-drc-count 0 \
    vias 1049 \
    xor_area_share_pct 7.494 \
    cpPeakStageDelay_ns 0.40 \
    placementRows 29 \
    ys_sh_mux_pct 6.360 \
    use_met1_pct 15.04 \
    crit_path_max_fanout 4 \
    synth-warning-count 6 \
    ys_sh_aoi_pct 3.652 \
    fp-utilization_pct 31.11 \
    setup.worst_path.start_class "register" \
    avgSynthCellArea_um2 13.89 \
    place.gp.congestion 0.7891 \
    grt_max_degree 19 \
    die_y_um 83.38 \
]
## cell usage after synthesis (all sizes together)
library cell	instances	area, µm²
a21o	1	7.510
a21oi	1	5.000
a22o	2	17.52
a22oi	2	15.01
a31oi	2	12.51
and2	2	12.51
and3	3	18.77
and4	1	8.760
buf	1	11.26
clkbuf	1	3.750
dfrtp	38	950.9
dfstp	1	26.28
edfxtp	9	270.3
ha	10	125.1
inv	9	33.78
mux2	9	116.4
mux2i	1	10.01
nand2	4	15.01
nand2b	1	6.260
nand3	7	35.03
nand4	2	12.51
nor2	8	30.03
nor2b	2	12.51
nor3	2	21.27
nor3b	1	7.510
nor4	1	6.260
nor4b	1	8.760
o21ai	1	5.000
o32a	1	10.01
or3b	1	8.760
or4b	1	13.76
xnor2	10	87.58
xor2	7	61.31
## report_power, final
group,switching [mW],total [mW],leakage (nW),internal (mW)
logic,0.0185,0.0244,0.385,0.00588
clock network,0.126,0.415,0.0503,0.288
registers,0,0.350,0.605,0.350
total,0.145,0.789,1.04,0.644
## per-stage QoR
stage               util (%)  hold slack, ns  std cells  area, µm²  total power, mW
detailed placement     34.46          0.4601        232       2201           0.3814
global route           35.97          0.4937        239       2297           0.8286
CTS                    35.97          0.4621        239       2297           0.8019
finish                 35.97          0.4611        239       2297           0.7892
global placement       34.46          0.4560        232       2201           0.3809
floorplan                  -          0.3845        143       1987           0.3686
## layer usage
layer / routed length [µm] / part of all wire [%] / vias up
met3: 138 / 4.6 / 2
met5: 0 / 0 / -
met4: 27 / 0.89 / 0
li1: - / - / 532
met2: 1355 / 45 / 16
met1: 1497 / 50 / 499
## area by class of cell
cell class | count | area, µm²
sequential | 48 | 1247
tap | 77 | 96.34
fill | 618 | 4089
clock buffer | 7 | 96.34
inverter | 9 | 33.78
timing repair buffer | 14 | 132.6
multi-input combinational | 84 | 690.7
## worst paths after layout
| kind | start | end | cells after the start |
|---|---|---|---|
| worst max register to register | Motor_Encoder.CD.Counter[0] | Motor_Encoder.CD.OUT | 4 |
| min in group clk1 | Motor_Encoder.Count_val[7] | Motor_Encoder.Count_val[7] | 1 |
| max in group asynchronous | RST | Motor_Encoder.Count_val[2] | 2 |
| min in group asynchronous | RST | Comm.CD1.Counter[2] | 2 |
| worst min-delay path | Comm.CD1.Counter[0] | Comm.CD1.Counter[0] | 1 |
| max in group clk1 | Motor_Encoder.Count_val[0] | Motor_Encoder.Count_val[6] | 4 |
| worst min register to register | Comm.CD1.Counter[0] | Comm.CD1.Counter[0] | 1 |
| worst max-delay path | Motor_Encoder.CD.Counter[0] | Motor_Encoder.CD.OUT | 4 |
## cells by family after synthesis
| group | Yosys count |
|---|---|
| compound gates | 10 |
| xor+xnor | 17 |
| fa+ha+maj | 10 |
| buf+inv | 11 |
| flops | 48 |
| mux | 10 |
| simple gates | 37 |
Power and IR drop assume default switching activity.
