## flow/config.mk

```make
export PLATFORM = sky130hd
export DESIGN_NAME = Receiver
export DESIGN_NICKNAME = Receiver
export VERILOG_FILES = /design/flow/design.v
export SDC_FILE = /design/flow/constraint.sdc
export NUM_CORES = 4
export LEC_CHECK = 1
export CORE_AREA = 10 10 81 81
export DIE_AREA = 0 0 91 91
```

## flow/constraint.sdc

```tcl
current_design Receiver

set clk_period 1.3
set clk_io_pct 0.2

create_clock -name clk0 -period $clk_period [get_ports {CLK}]

set non_clock_inputs [all_inputs -no_clocks]
set_input_delay [expr $clk_period * $clk_io_pct] -clock clk0 $non_clock_inputs
set_output_delay [expr $clk_period * $clk_io_pct] -clock clk0 [all_outputs]
```

## flow/design.v

```verilog
`timescale 1ns / 1ps
	module Clock_Divider( input CLK, input [3:0] IN, input RST, output OUT_CLK);
		reg [3:0] Counter;
		reg OUT,flag ;
		always @(posedge CLK or posedge RST)
			begin
				if (RST)
					begin
						OUT = 0;
						Counter=0;
					end
				else
					begin
						if ( Counter == IN) 
						begin
							Counter=0;
							OUT =~ OUT;
						end
						else 
							begin
								Counter = Counter+1;
							end
					end
			end
		assign OUT_CLK = OUT;
		assign Cout = Counter;
	endmodule
	module Prescaler(input CLK, input [3:0] IN1,IN2, input RST, output OUT_CLK);
		wire OUT1;
			Clock_Divider CD1(CLK,IN1,RST,OUT1);
			Clock_Divider CD2(OUT1,IN2,RST,OUT_CLK);
	endmodule
`timescale 1ns / 1ps
module Receiver( input CLK, RST, RX, output [7:0] DATA_R );
reg [7:0] DATA;
reg [15:0] IN = 199;	 
reg [3:0] Cntr=0;
reg S=0,RC=1;											 
Clock_Divider CD( CLK, IN, RST, OUT_CLK);
always @ (RX or RST)
begin
	if (RST) S=0;
	else
	begin
		if ((RX==0) & (Cntr==0)) S=1;			 
		else
		begin
			if(RC) S=0;								 
			else S=1;
		end
	end
end
always @(posedge OUT_CLK)
begin
	if(S)
	begin
		case(Cntr)
			0: begin DATA[0]<= RX; Cntr<=Cntr+1; RC<=0;end
			1: begin DATA[1]<= RX; Cntr<=Cntr+1; RC<=0;end
			2: begin DATA[2]<= RX; Cntr<=Cntr+1; RC<=0;end	
			3: begin DATA[3]<= RX; Cntr<=Cntr+1; RC<=0;end	
			4: begin DATA[4]<= RX; Cntr<=Cntr+1; RC<=0;end
			5: begin DATA[5]<= RX; Cntr<=Cntr+1; RC<=0;end	
			6: begin DATA[6]<= RX; Cntr<=Cntr+1; RC<=0;end
			7: begin DATA[7]<= RX; Cntr<=Cntr+1; end
			default : begin RC<=1;  Cntr<=0; end
		endcase
	end
	else begin Cntr<=0; RC<=0; end
end
assign DATA_R=DATA;
endmodule
```

## flow/run.sh

```bash
#!/bin/bash
# OpenROAD 26Q1-2900-gdf79404cd8, Yosys 0.63+post, stock flow scripts
make -C /OpenROAD-flow-scripts/flow DESIGN_CONFIG=/design/flow/config.mk WORK_HOME=/design/flow/orfs finish
```

==> run summary <==
RSZ-0062 raised after global routing - no
Kind of critical path - reg -> reg
Max-slew headroom - 0.4344
FFs w/ async S/R, synth - 0.2778
Cell Area, Placed - 953.4 um2
Run status - finished, final reports clean
CTS tree - yes
Crit path max fanout - 3
Die Area - 0.008281 mm2
IO Port Bufs - 10
CTS Buf Count - 3
Worst-Margin Slew - 0.8270 ns
Setup TNS - 0 ns
Clk root buf - clkbuf_8
Antenna cell count - 0
Die Ht - 91 um
Skew-Pair Late Insertion Delay - 0.22 ns
Initial DRC Count - 23
Final HPWL DP - 993 um
Chip area line of the yosys report - 769.5 um2
DR pass1 iterations - 2
H-tree Lvls - 1
Hold buffer count at CTS - 0
Design Area, Final - 998.5 um2
Sw Pwr - 84.82 uW
M1 wire length - 591 um
Worst path cell trace - ha_1 > nand2_1 > nor2_1 > xor2_1
Synth top area share - 0.3122
P&R area growth vs syn - 29.76%
Yosys warning count - 5
Wire per inst - 8.368 um
Most common library cells after synthesis - 8 x and2_1, 8 x edfxtp_1, 6 x nor2_1
Clock transition at path regs - 0.03 ns
Met3 routed wirelength - 71 um
Max-cap violation count - 0
Die W - 91 um
PwrDens - 466.6 mW/mm2
Max clock buf depth - 2
First-pass GRT wire length - 2.194 mm
Critical Path Source Type - flop
CP arrival - 1.22 ns
Area of the core - 0.004817 mm2
Combinational share of power - 0.048
Crit-path slowest cell - dfrtp_1
Total gr overflow - 0
I/O pins - 11
Post-CTS Repair Setup Buffers - 0
Finished Core Util - 0.2073
# setup viols final - 0
Synth Flop Type - edfxtp_1
EDFF count, synth - 8
Post-synthesis cell count - 63
Worst Hold Class - in -> async
Cell area leaders - edfxtp_1 31%, dfrtp_1 16%, dfxtp_1 13%, ha_1 8.1%, and2_1 6.5%
Register pins left without a clock - 13
Synth flops - 18
Sw frac - 0.1821
Yosys cell count - 63
Worst setup EP type - flop
Vias in the first global route - 483
Largest net degree at the start of global routing - 15
Core Rows - 25
Initial Util - 0.1597
OpenROAD warning count - 28
Antenna Nets Post-Route - 0
Drt via density - 3.313
Vias post-DR - 477
Largest area contributor in the synthesized netlist - edfxtp_1
Final Hold Fails - 0
Fmax - 925.8 MHz
Avg Inst Size Synth - 12.21 um2
Final Cycle Share - 0.8309
Fraction of layout cells with a size suffix above 1 - 0.03896
Gpl congestion - 0.7172
Post-synth seq share - 0.6049
Resized cells post-CTS - 0
Endpoints left unconstrained - 29
Detailed Route WL - 1.205 mm
Met2 WL - 531 um
Crit path DRT - 1.44 ns
Internal - 381.0 uW
Leakage - 0.4056 nW
Unique cell types - 23
Minimum clock period after layout - 1.080 ns
Overall Global Routing Usage - 0.03046
DRC violations left - 0
Max rail drop VDD - 0.6140 mV
Clk_skew - 0.0005519 ns
Power share of the clock group - 0.605
Synth Cell Area - 769.5 um2
Top Metal Used - met4
Number of antenna violations at the first check in global routing - 0
Max-slew violation count - 0
Largest stage delay, worst path - 0.37 ns
Reg power frac - 0.347
-- through the flow --
stage	hold slack [ns]	setup WS [ns]	cells	total power, mW
after floorplan	0.04676	0.3269	63	0.1730
after global placement	0.4432	0.3131	140	0.1855
after detailed placement	0.4698	0.2172	140	0.1863
after CTS	0.4015	0.2095	144	0.4731
after global routing	0.4540	0.1211	144	0.4903
final	0.3906	0.2199	144	0.4658
-- cell type report --
| class | instances | area, um2 |
|---|---|---|
| multi-input combinational | 40 | 285.3 |
| inverter | 5 | 18.77 |
| timing repair buffer | 10 | 100.1 |
| clock buffer | 4 | 45.04 |
| fill | 523 | 3819 |
| tap | 67 | 83.83 |
| sequential | 18 | 465.4 |
-- power groups by stage --
stage / logic (mW) / registers, mW / clock network [mW]
CTS: 0.0232 / 0.162 / 0.288
global route: 0.0264 / 0.161 / 0.302
finish: 0.0225 / 0.162 / 0.282
-- metal layers --
metal	up-vias	track usage
met3	2	0.01162
met2	10	0.04654
li1	246	-
met5	-	0
met4	0	0.003916
met1	219	0.04143
-- kinds of logic after synthesis --
kind of cell             after synthesis  synth area share
flip-flops                            18            0.6049
adder cells (fa/ha/maj)                5           0.08130
XOR/XNOR                               4           0.04554
buffers and inverters                  5           0.02439
AND/OR/NAND/NOR                       24            0.1707
AND-OR/OR-AND                          7           0.07317
-- sequential cells by signal, summed over array words and instances (netlist names) --
name	cells
RC	1
DATA	8
CD.OUT	1
CD.Counter	4
Cntr	4
-- path summary, 6_finish.rpt --
kind / from / endpoint / slack, ns / depth (start not counted)
setup / recovery: CD.Counter[0]$_DFF_PP0_ / CD.OUT$_DFFE_PP0N_ / 0.22 / 4
hold / removal: RST / CD.Counter[2]$_DFF_PP0_ / 0.39 / 2
setup reg to reg: CD.Counter[0]$_DFF_PP0_ / CD.OUT$_DFFE_PP0N_ / 0.22 / 4
hold reg to reg: CD.Counter[0]$_DFF_PP0_ / CD.Counter[0]$_DFF_PP0_ / 0.47 / 1
max in group asynchronous: RST / CD.Counter[3]$_DFF_PP0_ / 0.73 / 2
min in group clk0: CD.Counter[0]$_DFF_PP0_ / CD.Counter[0]$_DFF_PP0_ / 0.47 / 1
-- cells in the final DEF (no fill, tap or decap), types with 3 or more instances in the layout --
master | synthesis | routed
clkdlybuf4s50_1 | 0 | 10
edfxtp_1 | 8 | 8
and2_1 | 8 | 8
nor2_1 | 6 | 6
dfrtp_1 | 5 | 5
dfxtp_1 | 5 | 5
inv_1 | 5 | 5
ha_1 | 5 | 5
xor2_1 | 3 | 3
clkbuf_8 | 0 | 3
-- critical path: cells and delay by family, from the launching register on --
family	cells	cell delay, ns
XOR/XNOR	1	0.17
AND/OR/NAND/NOR	2	0.24
flip-flops	1	0.37
adder cells (fa/ha/maj)	1	0.22
No activity file was given, so power comes from the tool's default toggle rates.
